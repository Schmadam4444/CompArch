==> design/flow/design.v <==
module ProgramCounter(Clk, Write, Result, Next, Reset);
	input [31:0] Next;
	input Clk, Write, Reset;
	output reg [31:0] Result;
	initial begin
		Result <= 32'b00000000;
	end
	always @(posedge Clk)
	begin
		if (Reset == 1)
		begin
			Result <=32'b00000000;
		end
		else
		begin
			if (Write == 1) begin
				Result <= Next;
			end
		end
	end
endmodule
==> design/flow/run.sh <==
#!/bin/bash
# OpenROAD 26Q1-2900-gdf79404cd8, Yosys 0.63+post, stock flow scripts
make -C /OpenROAD-flow-scripts/flow DESIGN_CONFIG=/design/flow/config.mk WORK_HOME=/design/flow/orfs finish
==> design/flow/config.mk <==
export PLATFORM = sky130hd
export DESIGN_NAME = ProgramCounter
export DESIGN_NICKNAME = ProgramCounter
export VERILOG_FILES = /design/flow/design.v
export SDC_FILE = /design/flow/constraint.sdc
export NUM_CORES = 4
export LEC_CHECK = 1
export CORE_UTILIZATION = 30
==> design/flow/constraint.sdc <==
current_design ProgramCounter

set clk_period 1.1
set clk_io_pct 0.2

create_clock -name clk0 -period $clk_period [get_ports {Clk}]

set non_clock_inputs [all_inputs -no_clocks]
set_input_delay [expr $clk_period * $clk_io_pct] -clock clk0 $non_clock_inputs
set_output_delay [expr $clk_period * $clk_io_pct] -clock clk0 [all_outputs]
==> report_table.html <==
<h3>Run summary</h3>
<table>
<tr><th>Metric</th><th>Value</th></tr>
<tr><th colspan="2">Outcome</th></tr>
<tr><td>Run status</td><td>completed</td></tr>
<tr><th colspan="2">Setup path</th></tr>
<tr><td>Buf+Inv Stages, Crit Path</td><td>1</td></tr>
<tr><td>Arrival @ worst endpoint</td><td>0.84 ns</td></tr>
<tr><td>Critical Path Source Type</td><td>flop</td></tr>
<tr><td>Endpoint required time on the critical path</td><td>0.88 ns</td></tr>
<tr><td>Crit end category</td><td>output port</td></tr>
<tr><td>Delay of the slowest cell on the worst path</td><td>0.32 ns</td></tr>
<tr><td>Critical path, cell by cell</td><td>dlygate4sd2_1</td></tr>
<tr><td>Crit-path max FO</td><td>2</td></tr>
<tr><td>Cell with the largest stage delay on the worst path</td><td>sky130_fd_sc_hd__dfxtp_2</td></tr>
<tr><td>Largest delay share family, worst path</td><td>flip-flops</td></tr>
<tr><td>Critical path class</td><td>reg2out</td></tr>
<tr><th colspan="2">Clock tree</th></tr>
<tr><td>Number of sinks driven by the clock tree</td><td>32</td></tr>
<tr><td>Clk slew on worst S/H paths</td><td>0.06 ns</td></tr>
<tr><td>Maximum root-to-sink buffer count</td><td>2</td></tr>
<tr><td>Number of buffers inserted by post-CTS setup repair</td><td>0</td></tr>
<tr><td>Number of clock buffers inserted by TritonCTS</td><td>5</td></tr>
<tr><td>Cell chosen for the clock root</td><td>sky130_fd_sc_hd__clkbuf_8</td></tr>
<tr><td>H-tree depth</td><td>2</td></tr>
<tr><td>TritonCTS clock tree</td><td>built</td></tr>
<tr><td>Clock latency on the worst-skew pair</td><td>0.28 ns</td></tr>
<tr><th colspan="2">Place</th></tr>
<tr><td>Port Buf Inserts</td><td>66</td></tr>
<tr><td>Worst slack at placement</td><td>-0.01474 ns</td></tr>
<tr><td>Cell count after placement</td><td>213</td></tr>
<tr><td>Sum of net half-perimeters after detailed placement</td><td>1716 um</td></tr>
<tr><td>Weighted congestion reported at the end of routability-driven placement</td><td>0.6710</td></tr>
<tr><th colspan="2">STA</th></tr>
<tr><td>Final Hold Fails</td><td>0</td></tr>
<tr><td>Worst relative slew slack</td><td>89.84%</td></tr>
<tr><td>Final max-slew violation count</td><td>0</td></tr>
<tr><td>Final TNS setup</td><td>0 ns</td></tr>
<tr><td>Final worst path period need</td><td>1.059 ns</td></tr>
<tr><td>Fraction of the cycle the final worst path needs</td><td>96.23%</td></tr>
<tr><td>Max frequency</td><td>0.9447 GHz</td></tr>
<tr><td>Tightest Pin Transition</td><td>0.1482 ns</td></tr>
<tr><td>Worst setup margin</td><td>0.04148 ns</td></tr>
<tr><td>Unrepaired setup endpoints after global routing</td><td>no</td></tr>
<tr><td>Worst clock skew on the final layout</td><td>0 ns</td></tr>
<tr><td>Final-report setup violation count</td><td>0</td></tr>
<tr><th colspan="2">Die</th></tr>
<tr><td>I/O pin total</td><td>67</td></tr>
<tr><td>Std-Cell Core Area</td><td>3689 um2</td></tr>
<tr><td>Vertical die dimension</td><td>64.28 um</td></tr>
<tr><td>DIE AREA</td><td>4132 um2</td></tr>
<tr><td>Die W</td><td>64.28 um</td></tr>
<tr><td>Fp util</td><td>31.55%</td></tr>
<tr><td># rows</td><td>22</td></tr>
<tr><th colspan="2">Route</th></tr>
<tr><td>Count of unresolved DRC violations after routing</td><td>0</td></tr>
<tr><td>Via count</td><td>939</td></tr>
<tr><td>Wirelength per Cell</td><td>10.91 um</td></tr>
<tr><td>Number of antenna repair diodes</td><td>0</td></tr>
<tr><td>Total wire length</td><td>2411 um</td></tr>
<tr><td>Via density per instance</td><td>4.249</td></tr>
<tr><td>First-iteration detailed-routing DRC count</td><td>31</td></tr>
<tr><td>Remaining antenna violation count</td><td>0</td></tr>
<tr><td>DR pass1 iterations</td><td>2</td></tr>
<tr><th colspan="2">Final layout</th></tr>
<tr><td>Growth of design area from synthesis to finish</td><td>67.53%</td></tr>
<tr><td>Registers with the highest flip-flop counts</td><td>Result: 32 flops</td></tr>
<tr><td>Layout cell share with drive strength beyond 1</td><td>25.43%</td></tr>
<tr><td>Fill count</td><td>335</td></tr>
<tr><td>Reg area</td><td>680.7 um2</td></tr>
<tr><td>Biggest register</td><td>Result</td></tr>
<tr><td>Final core occ</td><td>52.85%</td></tr>
<tr><td>Final cell count without fillers</td><td>221</td></tr>
<tr><td>Area taken by multi-input logic gates</td><td>440.4 um2</td></tr>
<tr><td>Max reg flops</td><td>32</td></tr>
<tr><th colspan="2">Synth</th></tr>
<tr><td>Chip area from the yosys synthesis statistics</td><td>1164 um2</td></tr>
<tr><td>Ys cells</td><td>103</td></tr>
<tr><td>Netlist area before placement</td><td>1164 um2</td></tr>
<tr><td>Proportion of synthesized chip area in sequential cells</td><td>55.05%</td></tr>
<tr><td>Synth warnings</td><td>1</td></tr>
<tr><td>#FFs+latches synth</td><td>32</td></tr>
<tr><td>Number of library cell types mapped by synthesis</td><td>6</td></tr>
<tr><td>Mapped Avg Cell Area</td><td>11.30 um2</td></tr>
<tr><td>Cell count after synthesis</td><td>103</td></tr>
<tr><th colspan="2">Power and ir drop</th></tr>
<tr><td>Pwr per Cell Area</td><td>1304 nW/um2</td></tr>
<tr><td>Maximum vdd ir drop</td><td>0.7868 mV</td></tr>
<tr><td>Leak</td><td>0.9671 nW</td></tr>
<tr><td>Total power after layout</td><td>2.542 mW</td></tr>
<tr><th colspan="2">Global routing</th></tr>
<tr><td>Remaining global-route overflow</td><td>0</td></tr>
<tr><td>Initial antenna violation count</td><td>0</td></tr>
<tr><td>Vias in the first global route</td><td>897</td></tr>
<tr><td>Largest net degree at the start of global routing</td><td>33</td></tr>
<tr><td>Total global routing track utilization</td><td>12.71%</td></tr>
<tr><td>First-pass GRT wire length</td><td>4036 um</td></tr>
<tr><th colspan="2">Run</th></tr>
<tr><td>Tool warning count</td><td>25</td></tr>
<tr><td>Max capacitance violation total</td><td>0</td></tr>
<tr><th colspan="2">Hold path</th></tr>
<tr><td>Worst min path class</td><td>in2reg</td></tr>
</table>
## logic make-up after synthesis
kind of cell	after synthesis	synth area share, %
multiplexers	32	27.53
flip-flops	32	55.05
buffers and inverters	7	7.097
AND/OR/NAND/NOR	32	10.32
## Yosys cell counts
cell type                  count  share of area, %
sky130_fd_sc_hd__clkbuf_1      3              0.97
sky130_fd_sc_hd__dfxtp_1      32                55
sky130_fd_sc_hd__mux2i_1      32                28
sky130_fd_sc_hd__nor2_1       32                10
sky130_fd_sc_hd__buf_6         1              0.97
sky130_fd_sc_hd__buf_12        3               5.2
## report_power, final
part | internal, mW | total (mW) | switching (mW)
combinational | 0.253 | 0.363 | 0.110
sequential | 1.24 | 1.27 | 0.0301
clock | 0.498 | 0.907 | 0.409
total | 1.99 | 2.54 | 0.549
## layer usage
layer / share of wire [%] / global-route usage, %
met5: 0 / 0
met2: 42 / 17.63
met1: 48 / 20.66
met4: 1.2 / 2.222
met3: 8.3 / 3.080
## worst min-delay path: stages
cell	delay [ns]
sky130_fd_sc_hd__buf_2	0.14
sky130_fd_sc_hd__buf_12	0.17
sky130_fd_sc_hd__mux2i_1	0.08
sky130_fd_sc_hd__nor2_1	0.07
## stage by stage
| stage | cell area (um2) | hold slack, ns |
|---|---|---|
| 3_5_place_dp | 1857 | 0.4830 |
| 3_3_place_gp | 1857 | 0.4735 |
| 5_1_grt | 1949 | 0.4560 |
| 6_report | 1949 | 0.4366 |
| 2_1_floorplan | 1164 | 0.2924 |
| 4_1_cts | 1949 | 0.4322 |
## cell usage in the layout (no fill, tap or decap), drive strengths merged
| master | n |
|---|---|
| buf | 4 |
| clkbuf | 6 |
| clkdlybuf4s50 | 33 |
| clkinv | 2 |
| dfxtp | 32 |
| dlygate4sd2 | 32 |
| mux2i | 32 |
| nor2 | 32 |
## worst paths after layout
check / cells after the start / startpoint / slack (ns) / to
setup / recovery: 1 / Result[23]$_SDFFE_PP0P_ / 0.04 / Result[23]
hold / removal: 4 / Write / 0.44 / Result[10]$_SDFFE_PP0P_
setup reg to reg: 2 / Result[25]$_SDFFE_PP0P_ / 0.47 / Result[25]$_SDFFE_PP0P_
hold reg to reg: 2 / Result[5]$_SDFFE_PP0P_ / 0.48 / Result[5]$_SDFFE_PP0P_
## what timing repair did
| item | CTS | global route |
|---|---|---|
| hold buffers | 0 | 0 |
| setup endpoints to repair | 32 | 0 |
| resized | 64 | 0 |
## cell type report
type / count / share of cell area (%)
flip-flops and latches: 32 / 34.92
repair buffers: 69 / 34.66
multi-input cells: 64 / 22.59
clock buffers: 6 / 4.236
well taps: 48 / 3.081
clock inverters: 2 / 0.5135
Power figures rest on the tool's default switching activity, not on a simulated workload.
