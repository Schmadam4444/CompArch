==> design.v <==
module ALU (A, B, opcode, aluOut, carry, flags);
	input [31:0] A, B;	 
	reg [32:0] C;  
	reg [31:0] intB;
	input [6:0] opcode;  
	output reg [31:0] aluOut;  
	output reg carry = 1'b0;  
	output reg [4:0] flags;  
	integer i;  
	integer parityCount, sameSign, signedFlag;
	always @(*) begin
		case (opcode)
			7'b0000000:  
				aluOut <= A | B;
			7'b0000001:  
				aluOut <= A & B;
			7'b0000010:  
				aluOut <= A ^ B;
			7'b0000011: begin  
				aluOut <= A + B;
				C <= {1'b0, A} + {1'b0, B};
				carry <= C[32];
			end
			7'b0000100: begin  
				aluOut <= A - B;
				C <= {1'b0, A} - {1'b1, B};
				carry <= C[32];
			end
			7'b0000101:  
				aluOut <= A << 1;
			7'b0000110:  
				aluOut <= A >> 1;
			7'b0000111:  
				aluOut <= A + 1'b1;
			7'b0001000:  
				aluOut <= A - 1'b1;
			7'b0001001:  
				aluOut <= 32'b0;
			7'b0001010:  
				aluOut <= ~A;
			7'b0001011:  
				aluOut <= A;
			7'b0001100:  
				aluOut <= ~A + 1'b1;
		endcase
		flags[4] <= carry;
		flags[3] <= (aluOut[31] == 1)? 1'b1: 1'b0;
		flags[2] <= (aluOut == 32'b0)? 1'b1: 1'b0;
	parityCount = 0;
	for (i = 0; i < 32; i = i + 1)
		parityCount = (aluOut[i] == 1)? parityCount + 1: parityCount;
		flags[1] <= (parityCount % 2 == 0)? 1'b1: 1'b0;
	signedFlag = (opcode == 7'b0000011)? 1'b1: 1'b0;
	sameSign = (A[31] == B[31])? 1'b1: 1'b0;
	flags[0] <= (signedFlag == 1'b1 && sameSign == 1'b1 && carry == 1'b1)? 1'b1: 1'b0;
	end
endmodule
==> run.sh <==
#!/bin/bash
# OpenROAD 26Q1-2900-gdf79404cd8, Yosys 0.63+post, stock flow scripts
make -C /OpenROAD-flow-scripts/flow DESIGN_CONFIG=/design/flow/config.mk WORK_HOME=/design/flow/orfs finish
==> config.mk <==
export PLATFORM = sky130hd
export DESIGN_NAME = ALU
export DESIGN_NICKNAME = ALU
export VERILOG_FILES = /design/flow/design.v
export SDC_FILE = /design/flow/constraint.sdc
export NUM_CORES = 4
export LEC_CHECK = 1
export CORE_UTILIZATION = 50
==> constraint.sdc <==
current_design ALU

set clk_period 2.5
set clk_io_pct 0.2

create_clock -name clk0 -period $clk_period

set non_clock_inputs [all_inputs -no_clocks]
set_input_delay [expr $clk_period * $clk_io_pct] -clock clk0 $non_clock_inputs
set_output_delay [expr $clk_period * $clk_io_pct] -clock clk0 [all_outputs]
==> reports/summary.json <==
{
  "status": {"value": "completed"},
  "drc_errors": {"value": 0},
  "yosys_register_bits": {"value": 34},
  "hold_class": {"value": "input pin to output pin"},
  "critical_path_arrival": {"value": 1.95, "unit": "ns"},
  "pwr_density_cell": {"value": 181, "unit": "mW/mm²"},
  "warnings": {"value": 66},
  "hold_viol": {"value": 0},
  "route.final.wire_length": {"value": 30000, "unit": "µm"},
  "unclocked_regs": {"value": 34},
  "final_gp_congestion": {"value": 0.963},
  "synth-cells-yosys": {"value": 1226},
  "synthFlopType": {"value": "dlxtn_1"},
  "post-synth-top-count-cell": {"value": "ha_1"},
  "drt-initial-drc-count": {"value": 865},
  "post-cts-setup-buffer-count": {"value": 0},
  "distinct_cell_type_count_of_the_synthesized_netlist": {"value": 75},
  "synth_async_sr_flop_share": {"value": 0, "unit": "%"},
  "fp-utilization": {"value": 52.0, "unit": "%"},
  "floorplan.die_area": {"value": 0.0173, "unit": "mm²"},
  "wl_per_cell": {"value": 19.8, "unit": "µm"},
  "cp_num_buf_inv": {"value": 3},
  "max_clock_freq": {"value": 408, "unit": "MHz"},
  "yosysTopAreaCellShare": {"value": 19.3, "unit": "%"},
  "yosysWarnings": {"value": 1},
  "post-route-min-period": {"value": 2.45, "unit": "ns"},
  "final_number_of_setup_violating_endpoints": {"value": 0},
  "crit_family": {"value": "simple AND/OR/NAND/NOR gates"},
  "max_cap_viol_count": {"value": 0},
  "relSlewSlack": {"value": 35.5, "unit": "%"},
  "enable_flop_cells": {"value": 0},
  "number_of_cells_produced_by_synthesis": {"value": 1226},
  "grt_util_all_layers": {"value": 35.0, "unit": "%"},
  "drive_above_1_share": {"value": 5.70, "unit": "%"},
  "critical_path.startpoint_type": {"value": "input pin"},
  "top_level_pins": {"value": 109},
  "post_synth_main_area_contributors": {"value": "ha_1 (19%), xnor2_1 (10%), dlxtn_1 (6.1%), a21oi_1 (5.7%), o21ai_0 (5.6%)"},
  "buffer_ports.inserted": {"value": 109},
  "first_pass_grt_wire_length": {"value": 47400, "unit": "µm"},
  "cts_hold_buffers": {"value": 0},
  "fin_cells": {"value": 1515},
  "hold_ws": {"value": 1.58, "unit": "ns"},
  "yosysTopAreaCell": {"value": "ha_1"},
  "dpl.hpwl": {"value": 23300, "unit": "µm"},
  "worst-endpoint-required": {"value": 2.00, "unit": "ns"},
  "cp_slowest_stage_delay": {"value": 0.62, "unit": "ns"},
  "worst-setup-path-type": {"value": "input pin to output pin"},
  "min-delay-start": {"value": "opcode[3]"},
  "floorplan.die.width": {"value": 131, "unit": "µm"},
  "avgSynthCellArea": {"value": 6.83, "unit": "µm²"},
  "top_cells_by_count": {"value": "ha_1 (129), nand2_1 (105), a21oi_1 (96), xnor2_1 (96), o21ai_0 (93)"},
  "yosysChipArea": {"value": 0.00837, "unit": "mm²"},
  "post-route-period-util": {"value": 98.1, "unit": "%"},
  "via_count_of_the_first_global_routing_pass": {"value": 8402},
  "p_leak": {"value": 0.00430, "unit": "µW"},
  "synth.cell_area": {"value": 0.00837, "unit": "mm²"},
  "untimed_endpoints": {"value": 71},
  "final.fill_count": {"value": 1499},
  "synthToLayoutAreaGrowth": {"value": 17.0, "unit": "%"},
  "cell_with_the_largest_stage_delay_on_the_worst_path": {"value": "or4b_2"},
  "post-place-cells": {"value": 1515},
  "routed_via_density": {"value": 6.31},
  "slew_at_the_pin_closest_to_its_max_slew_limit": {"value": 0.963, "unit": "ns"},
  "floorplan.rows": {"value": 46},
  "critPathLaunch": {"value": "A[31]"},
  "drt.antenna.violating_nets": {"value": 0},
  "worstPathCellList": {"value": "dlygate4sd2_1 -> inv_2 -> ha_4 -> or4b_2 -> nor3_2 -> buf_2"},
  "via_count": {"value": 9562},
  "placeableCoreArea": {"value": 0.0161, "unit": "mm²"},
  "path_max_fanout": {"value": 2},
  "timing.final.max_slew_violations": {"value": 0},
  "insertedDiodeCount": {"value": 0},
  "maximum_number_of_pins_on_one_net_before_global_route_repair": {"value": 32},
  "grt_antenna_before_repair": {"value": 0},
  "vdd_ir_drop_max": {"value": 0.344, "unit": "mV"},
  "grt_setup_unrepaired": {"value": "false"},
  "end_kind": {"value": "output pin"},
  "die_h": {"value": 131, "unit": "µm"},
  "grt.overflow.total": {"value": 0},
  "drt-pass1-iter-count": {"value": 5}
}
[final cells by class]
cell class | count | area, µm² | area share, %
multi-input cells | 1041 | 7340 | 75.0
well taps | 216 | 270 | 2.76
repair buffers | 150 | 1390 | 14.2
inverters | 74 | 278 | 2.84
flip-flops and latches | 34 | 510 | 5.21
[report_power, final]
| group | leakage [µW] | total, µW | switching [µW] | internal [µW] |
|---|---|---|---|---|
| clock network | 0 | 0 | 0 | 0 |
| logic | 0.00402 | 1660 | 856 | 804 |
| registers | 0.000282 | 115 | 45.0 | 70.1 |
| total | 0.00430 | 1770 | 901 | 874 |
[layout by cell type (no fill, tap or decap), drive strengths merged, types with 12 or more instances in the layout]
cell type	n
a211oi	15
a21o	18
a21oi	96
a22o	12
a22oi	55
and3	12
buf	42
clkdlybuf4s50	105
dlxtn	34
ha	129
inv	74
nand2	105
nand2b	12
nand3	35
nand4	17
nor2	77
nor3	44
nor4	16
o211ai	14
o21ai	97
or3	14
xnor2	96
xor2	14
[timing repair]
action / 4_1_cts / 5_1_grt
pin swaps: 0 / 1
gates resized: 10 / 1
setup endpoints to repair: 1 / 1
endpoints found under the hold margin: 0 / 0
[through the flow]
stage	setup slack (ns)	setup TNS [ns]	instance area, µm²	total power, µW	util, %
2_1_floorplan	0.473	0	8370	1110	-
3_3_place_gp	-0.654	-0.654	9780	1750	60.7
3_5_place_dp	-0.656	-0.656	9780	1750	60.7
4_1_cts	0.00592	0	9800	1760	60.8
5_1_grt	0.00980	0	9790	1960	60.8
6_report	0.0479	0	9790	1770	60.8
[registers in the layout, indices dropped and copies added (netlist names)]
register and cells:
C 1, carry 1, aluOut 32
[worst min-delay path: cells and delay by family]
kind,cells,cell delay [ns]
buffers and inverters,2,0.39
and+or+nand+nor,2,0.20
[per-layer routing]
metal	vias up	GRT usage [%]	routed length [µm]
met4	0	8.85	782
met5	-	0	0
li1	4703	-	-
met2	441	52.6	12800
met3	52	4.29	2420
met1	4366	52.9	14000
[path summary, 6_finish.rpt]
kind,end,slack [ns],cells after the start
worst min-delay path,flags[0],1.58,4
worst max-delay path,flags[0],0.05,6
[logic make-up after synthesis]
logic type | count (synthesis) | synth area share (%)
multiplexers | 9 | 1.09
AND-OR/OR-AND | 408 | 32.1
XOR/XNOR | 110 | 11.5
AND/OR/NAND/NOR | 384 | 22.8
adder cells (fa/ha/maj) | 130 | 19.5
buffers and inverters | 151 | 6.87
latches | 34 | 6.10
Power figures rest on the tool's default switching activity, not on a simulated workload.
