[design/flow/run.sh]
#!/bin/bash
# OpenROAD 26Q1-2900-gdf79404cd8, Yosys 0.63+post, stock flow scripts
make -C /OpenROAD-flow-scripts/flow DESIGN_CONFIG=/design/flow/config.mk WORK_HOME=/design/flow/orfs finish
[design/flow/config.mk]
export PLATFORM = sky130hd
export DESIGN_NAME = RegFile
export DESIGN_NICKNAME = RegFile
export VERILOG_FILES = /design/flow/design.v
export SDC_FILE = /design/flow/constraint.sdc
export NUM_CORES = 4
export LEC_CHECK = 1
export CORE_UTILIZATION = 30
[design/flow/constraint.sdc]
current_design RegFile

set clk_period 8.9
set clk_io_pct 0.2

create_clock -name clk0 -period $clk_period [get_ports {clk}]

set non_clock_inputs [all_inputs -no_clocks]
set_input_delay [expr $clk_period * $clk_io_pct] -clock clk0 $non_clock_inputs
set_output_delay [expr $clk_period * $clk_io_pct] -clock clk0 [all_outputs]
[design/flow/design.v]
module RegFile(rs1, rs2, readOut1, readOut2, rd, RWen, dataIn, en, clk, reset);
	input [4:0] rs1, rs2;  
	input [4:0] rd;  
	output reg [31:0] readOut1, readOut2;  
	input en, clk, reset;  
	input RWen;  
	input [31:0] dataIn;  
	reg [31:0] rf[31:0];  
	integer i;  
	always @(posedge clk) begin
		if (en) begin
			if (reset) begin  
				for (i=0; i<32; i = i+1) begin
				rf[i] <= 32'b00000000000000000000000000000000;
				end
			end
			else if (RWen) begin  
				readOut1 <= rf[rs1];
				readOut2 <= rf[rs2];
			end
			else if (!RWen) begin  
				rf[rd] <= dataIn;
			end
		end
	end
endmodule
==> flow_metrics.py <==
# Metrics from the implementation run
metrics = {
    "clocking": {
        "worstSkewPairLatency_ns": 0.75,
        "holdBufCountCts": 0,
        "cts_tree": "done",
        "postCtsSetupBuffers": 0,
        "clock_path_buffers": 3,
        "path_clk_slew_ns": 0.06,
        "cts-htree-levels": 3,
        "clkSinkCount": 1088,
        "cts_repair_resizes": 0,
        "clock-root-buffer": "sky130_fd_sc_hd__clkbuf_16",
        "number_of_buffers_inserted_during_clock_tree_synthesis": 114,
    },
    "drt": {
        "drt_pass1_iterations": 8,
        "drt-wirelength-per-cell_um": 28.21,
        "via_count": 38740,
        "met2_wirelength_um": 95840,
        "route.met3.wl_um": 27400,
        "post-route-drc-count": 0,
        "routed.top_layer": "met5",
        "m1WireLength_um": 70530,
        "postRouteWirelength_um": 204700,
        "antenna_left": 0,
        "post_drt_via_cell_ratio": 5.340,
        "first_iter_violations": 2374,
    },
    "sta": {
        "period_needed_ns": 4.648,
        "setup-tns-final_ns": 0,
        "fmax_mhz": 215.1,
        "hold_viol": 0,
        "grt_setup_unrepaired": "no",
        "worst_case_headroom_to_the_max_slew_limit_pct": 30.13,
        "report.final.setup_viol": 0,
        "min_period_over_period_pct": 52.23,
        "timing_worst_slew_pin_value_ns": 1.044,
        "report.final.slew_viol_count": 0,
        "clock_skew_ns": 0.04745,
    },
    "setup_path": {
        "path_cells": "clkdlybuf4s50_1, nor2_4, buf_4, buf_4, buf_4, a22o_1, nor3_1, a31oi_1, nand3_1",
        "arrival_ns": 5.12,
        "r2r-start": "rf[6][13]",
        "worst-r2r-cell-count": 5,
        "crit_required_ns": 9.37,
        "critPathCapture": "readOut1[24]",
        "critical_path.most_common_cell": "sky130_fd_sc_hd__buf_4",
        "critical-path-slowest-cell": "sky130_fd_sc_hd__clkdlybuf4s50_1",
        "worst-path-max-fanout": 31,
        "crit-reg2reg-capture": "readOut1[13]",
        "startpoint_type": "primary input",
        "timing.setup.critical_path_class": "primary input to flop",
        "worstSetupStartpoint": "rs1[0]",
        "endpoint_type_of_the_worst_setup_path": "flop",
        "setup_slack_on_the_worst_flop_to_flop_path_ns": 7.01,
        "max_stage_delay_ns": 0.59,
    },
    "global_route": {
        "first_global_vias": 39620,
        "grt_start_max_net_pins": 90,
        "antenna_found_initial": 7,
        "globalRouteOverflowTotal": 0,
        "first_pass_grt_wire_length_um": 286700,
        "global_route.usage.total_pct": 21.94,
    },
    "yosys": {
        "top_cell": "sky130_fd_sc_hd__edfxtp_1",
        "synthTopCellsByArea": "sky130_fd_sc_hd__edfxtp_1, sky130_fd_sc_hd__mux2i_1, sky130_fd_sc_hd__and2_1",
        "synth_area_per_cell_um2": 12.30,
        "yosys_register_bits": 1088,
        "yosysSeqAreaShare_pct": 56.38,
        "leading_area_contributor_after_synthesis": "sky130_fd_sc_hd__edfxtp_1",
        "synthCells": 4711,
        "yosysCellCount": 4711,
        "synth_async_sr_flop_share_pct": 0,
        "synth.yosys.chip_area_um2": 57950,
        "postSynth.topFlopCell": "sky130_fd_sc_hd__edfxtp_1",
        "synth_cell_types": 34,
        "ys_warn_count": 1,
        "edf_count": 1088,
        "synth.cell_area_um2": 57950,
        "synth_top_cells_by_count": "sky130_fd_sc_hd__edfxtp_1, sky130_fd_sc_hd__and2_1, sky130_fd_sc_hd__mux2i_1",
        "yosysTopAreaCellShare_pct": 56.38,
    },
    "run": {
        "warnings": 26,
        "max-cap-violations": 0,
    },
    "place": {
        "gpl.final_weighted_congestion": 0.8899,
        "detailed_place_hpwl_um": 115800,
        "number_of_buffers_added_on_ports": 114,
    },
    "hold_path": {
        "hold_path_startpoint": "rf[16][6]",
        "holdCritPathClass": "flop to flop",
    },
    "layout": {
        "drive_above_1_share_pct": 8.363,
        "finalCoreUtilization_pct": 34.36,
        "flow.area_growth_from_synthesis_pct": 13.22,
    },
    "pwr": {
        "leakage_nw": 23.37,
        "power.ir.vdd_worst_mv": 0.1788,
        "post-layout-total-power_mw": 11.98,
        "pwr_density_cell_nw_per_um2": 182.6,
    },
    "floorplanning": {
        "chip_height_um": 441.5,
        "row_count": 160,
        "die_x_um": 441.5,
        "area_of_the_core_region_um2": 191000,
        "chip_footprint_um2": 194900,
        "pin_count": 115,
        "initial_utilization_pct": 30.34,
    },
    "run_status": {
        "status": "finished, final reports clean",
    },
}
==> placed cells by master, fill, tap and decap left out, types with 12 or more instances in the layout <==
cell,synthesis,routed
sky130_fd_sc_hd__nor3_1,64,64
sky130_fd_sc_hd__clkinv_1,0,30
sky130_fd_sc_hd__a22oi_1,192,192
sky130_fd_sc_hd__clkinv_2,0,12
sky130_fd_sc_hd__o21ai_4,0,32
sky130_fd_sc_hd__buf_4,61,151
sky130_fd_sc_hd__and2_1,1026,1024
sky130_fd_sc_hd__a22o_1,128,128
sky130_fd_sc_hd__a21oi_1,192,192
sky130_fd_sc_hd__nand2_1,197,194
sky130_fd_sc_hd__clkbuf_16,0,115
sky130_fd_sc_hd__mux2i_1,1024,1024
sky130_fd_sc_hd__nand3_1,193,193
sky130_fd_sc_hd__clkbuf_1,262,27
sky130_fd_sc_hd__edfxtp_1,1088,1088
sky130_fd_sc_hd__nor2_4,8,32
sky130_fd_sc_hd__clkdlybuf4s50_1,0,112
sky130_fd_sc_hd__a31oi_1,64,64
==> logic make-up after synthesis <==
family | count (synthesis) | share of synthesized area (%)
and+or+nand+nor | 1538 | 15.31
DFF | 1088 | 56.38
muxes | 1024 | 17.69
AOI/OAI and AO/OA | 608 | 7.047
buffers and inverters | 453 | 3.580
==> how the worst min path moves through the flow <==
stage	end	slack, ns	cells past startpoint
global route	readOut1[6]	0.74	4
finish	readOut1[6]	0.70	4
CTS	readOut1[6]	0.70	4
==> worst max-delay path, delay by kind of cell <==
family,cells,cell delay [ns]
simple gates,3,0.39
compound gates,2,0.72
buf+inv,4,2.18
==> metrics by stage <==
step,hold WS [ns],setup WS [ns],instance area (um2),cells
6_report,0.7011,4.252,65620,7254
4_1_cts,0.6980,4.316,65600,7246
3_5_place_dp,0.6879,3.490,62020,7041
3_3_place_gp,0.6890,3.542,62020,7041
5_1_grt,0.7427,4.215,65600,7247
2_1_floorplan,0.6560,3.540,57950,4711
==> registers in the layout, summed over array words and instances, names as in the netlist <==
| name | cells |
|---|---|
| readOut2 | 32 |
| rf | 1024 |
| readOut1 | 32 |
==> layout make-up <==
class	instances	area, um2
fillers	18340	125400
flip-flops and latches	1088	32670
multi-input cells	3170	23780
well taps	2511	3142
clock buffers	142	2979
repair buffers	272	2425
clock inverters	63	595.6
diodes	8	20.02
==> power by group <==
part	internal (mW)	leakage, nW	switching, mW
Combinational	0.419	12.7	0.851
Clock	2.62	1.72	2.05
Sequential	5.91	8.95	0.134
==> layer usage <==
metal  vias to the layer above  global-route usage, %
li1                      17180                      -
met1                     18840                  24.63
met2                      2212                  34.18
met3                       508                  12.66
met4                         4                  9.294
met5                         -                 0.3177
Power and IR drop assume default switching activity.
